### flow/design.v
module instructionMemory (
    input [width-1:0] instructionAddress,
    input writeEnable,
    input fetchEnable,
    input [width-1:0] instructionInput,
    output reg [width-1:0] instructionOutput,
    input clk
);
parameter width=32;
parameter address=16;
reg [width-1:0] memory [address-1:0];
integer a;
initial begin
    for (a = 0; a < address; a = a + 1) begin
        memory[a] = 32'h00000000;
    end
end
always @(posedge clk) begin
    if (writeEnable && !fetchEnable) begin
        memory[instructionAddress] <= instructionInput;
    end
    if (fetchEnable && !writeEnable) begin
        instructionOutput <= memory[instructionAddress];
    end
end
endmodule
### flow/run.sh
#!/bin/bash
# OpenROAD 26Q1-2900-gdf79404cd8, Yosys 0.63+post, stock flow scripts
make -C /OpenROAD-flow-scripts/flow DESIGN_CONFIG=/design/flow/config.mk WORK_HOME=/design/flow/orfs finish
### flow/config.mk
export PLATFORM = sky130hd
export DESIGN_NAME = instructionMemory
export DESIGN_NICKNAME = instructionMemory
export VERILOG_FILES = /design/flow/design.v
export SDC_FILE = /design/flow/constraint.sdc
export NUM_CORES = 4
export LEC_CHECK = 1
export CORE_UTILIZATION = 40
### flow/constraint.sdc
current_design instructionMemory

set clk_period 4.6
set clk_io_pct 0.2

create_clock -name clk0 -period $clk_period [get_ports {clk}]

set non_clock_inputs [all_inputs -no_clocks]
set_input_delay [expr $clk_period * $clk_io_pct] -clock clk0 $non_clock_inputs
set_output_delay [expr $clk_period * $clk_io_pct] -clock clk0 [all_outputs]
==> out/qor.yml <==
timing:
  maxSlewViolCount: 0
  relSlewSlack_pct: 52.35
  final_hold_viol_count: 0
  worst_pin_slew_ns: 0.7148
  setup_viol_count_final: 0
  finalCritPeriodShare_pct: 60.81
  period_minus_slack_ns: 2.797
  grt_setup_unrepaired: "false"
  timing.fmax_mhz: 357.5
  clock_skew_ns: 0.01717
  setup_ws_ns: 1.803
  finalSetupTns_ns: 0
cells_and_area:
  areaGrowthSynthToFinish_pct: 17.05
  regArea_um2: 16340
  drive_gt1_share_pct: 25.66
  num-fill-cells: 4077
  comb_area_um2: 3780
  final_area_um2: 23680
  final_cell_mix: "edfxtp_1 (544), mux4_2 (128), clkdlybuf4s50_1 (68)"
  layout_top_cell: "edfxtp_1"
yosys:
  yosys-stat-cells: 843
  synth_cell_types: 17
  yosys_warnings: 1
  synthCells: 843
  postSynthSeqShare_pct: 80.76
  numSynthFlops: 544
  syn_area_um2: 20230
  avgSynthCellArea_um2: 24.00
  yosys-stat-area_um2: 20230
flow_run:
  warning_count: 55
  cap_violations: 0
power:
  peakVddDrop_uv: 263.5
  power_density_nw_per_um2: 437.5
  p_leak_uw: 0.007354
clock_tree:
  cts_setup_buffers: 0
  cts.clk_slew.worst_paths_ns: 0.06
  cts_sinks: 544
  cts_buffers: 54
  cts.htree.levels: 2
  clock.latency.late_pin_ns: 0.60
  cts-root-buf: "clkbuf_16"
  cts_tree: "yes"
  cts-hold-fix-buffers: 0
  cts_resized: 0
  clock_tree.buffer_depth: 3
global_route:
  grt_max_degree: 105
  grt_pass1_wl_um: 62450
  grt.total_usage_pct: 18.85
  grt_pass1_vias: 10200
  antenna_found_initial: 2
  grt_overflow: 0
detailed_routing:
  ant_nets: 0
  wire_per_inst_um: 25.12
  routed_wl_um: 41760
  diodes: 0
  highest_layer: "met5"
  drt-met1-wl_um: 14350
  wl_met3_um: 5536
  vias: 8885
  drtIter0Drc: 433
  drt-pass1-iter-count: 4
  wl_met2_um: 21110
  drc: 0
  viasPerCell: 5.346
floorplan:
  pin_count: 99
  die_h_um: 226.9
  die_x_um: 226.9
  core-area_um2: 50070
  die_area_um2: 51470
  fp_util_pct: 40.40
  num_rows: 82
placement:
  numPortBuffers: 70
  place_ws_ns: 1.164
  gp_congestion: 0.7328
  dpl-instance-area_um2: 21910
  hpwl_um: 19570
worst_hold_path:
  hold_path.class: "reg2reg"
critical_path:
  r2r_slack_ns: 3.12
  endpoint_kind: "flop"
  cp_max_fo: 25
  cp.required_ns: 4.82
  path_class: "in2reg"
  cp-start-kind: "input pin"
  worst_ep_arrival_time_ns: 3.02
run_status:
  status: "finished, final reports clean"
sequential cells by signal, indices dropped and copies added, names as in the netlist:
name and cells:
instructionOutput 32, memory 512
cell families (layout without fill, tap and decap cells):
kind of cell	count (synthesis)	after routing	synth area share [%]
buffers and inverters	47	194	1.256
AND/OR/NAND/NOR	60	60	1.361
flip-flops	544	544	80.76
multiplexers	128	128	14.25
AND-OR/OR-AND	64	64	2.375
per-stage QoR:
stage | instances | hold WS, ns | total power [uW] | utilization [%]
floorplan | 843 | 0.7103 | 5899 | -
global placement | 1563 | 0.7338 | 6097 | 43.76
detailed placement | 1563 | 0.7364 | 6106 | 43.76
CTS | 1662 | 0.7378 | 10470 | 47.29
global route | 1662 | 0.7791 | 10690 | 47.29
finish | 1662 | 0.7428 | 10360 | 47.29
where the power goes:
part / switching, uW / internal, uW
logic: 247 / 195
clock network: 1800 / 2570
registers: 14.9 / 5530
total: 2060 / 8300
layer usage:
layer / vias up / GRT usage (%)
met2: 516 / 29.32
met3: 68 / 12.12
li1: 3825 / -
met1: 4472 / 23.66
met4: 4 / 3.073
met5: - / 0.4888
worst max-delay path, cell delays in order:
cell             delay, ns
clkdlybuf4s50_1       0.82
nand2_1               0.37
nor2_4                0.37
buf_4                 0.52
final timing paths:
kind                            depth (start not counted)                  start                    end
worst max-delay path                                    4  instructionAddress[2]         memory[14][12]
worst min-delay path                                    3         memory[14][21]  instructionOutput[21]
worst max register to register                          3         memory[10][17]  instructionOutput[17]
worst min register to register                          3         memory[14][21]  instructionOutput[21]
Yosys cell counts:
master	number	area share [%]
clkbuf_1	24	0.45
or4b_4	1	0.068
buf_2	11	0.27
nand2b_1	2	0.062
nand2_1	33	0.61
nor2_1	13	0.24
a22oi_1	64	2.4
buf_4	1	0.037
and2_1	1	0.031
buf_1	3	0.056
nor2b_1	3	0.093
mux4_2	128	14
nand4bb_1	2	0.11
nor3_1	4	0.099
nand4b_1	1	0.043
edfxtp_1	544	81
buf_6	8	0.45
layout make-up:
cell class | instances | area share, %
tap | 672 | 3.551
sequential | 544 | 69.00
timing repair buffer | 95 | 4.022
clock inverter | 38 | 1.559
clock buffer | 61 | 5.908
multi-input combinational | 252 | 15.96
Power figures rest on the tool's default switching activity, not on a simulated workload.
