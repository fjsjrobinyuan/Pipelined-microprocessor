File: /design/flow/run.sh
#!/bin/bash
# OpenROAD 26Q1-2900-gdf79404cd8, Yosys 0.63+post, stock flow scripts
make -C /OpenROAD-flow-scripts/flow DESIGN_CONFIG=/design/flow/config.mk WORK_HOME=/design/flow/orfs finish
File: /design/flow/config.mk
export PLATFORM = sky130hd
export DESIGN_NAME = programmeCounter
export DESIGN_NICKNAME = programmeCounter
export VERILOG_FILES = /design/flow/design.v
export SDC_FILE = /design/flow/constraint.sdc
export NUM_CORES = 4
export LEC_CHECK = 1
export CORE_AREA = 10 10 101 101
export DIE_AREA = 0 0 111 111
File: /design/flow/constraint.sdc
current_design programmeCounter

set clk_period 4.3
set clk_io_pct 0.2

create_clock -name clk0 -period $clk_period [get_ports {clk}]

set non_clock_inputs [all_inputs -no_clocks]
set_input_delay [expr $clk_period * $clk_io_pct] -clock clk0 $non_clock_inputs
set_output_delay [expr $clk_period * $clk_io_pct] -clock clk0 [all_outputs]
File: /design/flow/design.v
module programmeCounter(
    input logic clk,
    input logic [31:0] newPC,
    output logic [31:0] PC,
    input logic branchEnable
);
    logic [31:0] value;
    always_ff @(posedge clk) begin
        if (branchEnable)
            value <= newPC;
        else begin
            if (value == 32'hFFFFFFFF)
                value <= 32'h00000000;
            else
                value <= value + 1;
        end
    end
    assign PC = value;
endmodule
==> results.cfg <==
; flow metrics
[run_status]
status = finished clean

[pwr]
peakVddDrop_mv = 0.1513
leakagePower_uw = 0.0009255
power.density_nw_per_um2 = 328.2

[final_timing]
finalCritPeriodShare_pct = 55.33
fin_setup_tns_ns = 0
rsz0062_at_grt = false
max_freq_ghz = 0.4203
fin_ws_ns = 1.921
fin_skew_ns = 0.009368
worst_pin_slew_ns = 0.6281
hold_viol = 0
period_needed_ns = 2.379
drv_slew = 0
slew_headroom_pct = 57.90
setup_violations = 0

[placed_design]
dpl.hpwl_um = 4231
gp_congestion = 0.8679
place_area_um2 = 2454
post-place-ws_ns = 1.867
numPortBuffers = 65

[clocking]
clk_pin_slew_ns = 0.07
h-tree-depth = 2
cts_resized = 0
clk_latency_ns = 0.28
hold_buffers = 0
cts_sinks = 32
cts_root_buf = clkbuf_8
numCtsBuffers = 5
cts_buffer_depth = 2
cts_tree = yes
post_cts_buffers = 0

[min_path]
worstHoldPathCells = 2
hp-class = reg -> reg

[setup_path]
slowest_stage = nor4b_4
worst_r2r_path_depth = 6
path_depth = 6
cp_num_buf_inv = 0
cp-end-kind = flip-flop
crit_required_ns = 4.44
cp_max_fo = 9
crit_family = simple AND/OR/NAND/NOR gates
slowest_delay_ns = 0.58
cp-start-kind = flip-flop
path_class = reg -> reg
path_cells = ha_1 -> nand4_2 -> nor4_4 -> nand2_2 -> nor4b_4 -> a211oi_1
arrival_ns = 2.52

[drt]
wl_met1_um = 2461
drt-initial-drc-count = 56
met2WireLength_um = 2314
antenna_left = 0
first_pass_iters = 5
wl_met3_um = 508
wirelength_um = 5316
avgViaCountPerCell = 4.330
antenna_cells = 0
vias = 1628
maxUsedRoutingLayer = met4
wire_per_inst_um = 14.14
drc = 0

[final_layout]
largest_reg_flops = 32
fill_cells = 843
regMostFlops = value
design_area_um2 = 2580
drive_above_1_share_pct = 6.642
top_regs = value: 32 flops
layout-area-overhead-vs-synth_pct = 52.85

[synthesis]
synthArstFlopShare_pct = 0
netlist_area_um2 = 1688
yosysWarnings = 1
edf_count = 0
yosys-stat-cells = 203
yosysChipArea_um2 = 1688
synthTopCellsByCount = dfxtp_1, nand2_1, xor2_1
synthCells = 203
synth_cell_type_count = 33
synth_area_per_cell_um2 = 8.315
yosysTopAreaCellShare_pct = 37.95
ys.flop_type = dfxtp_1
ys.flops = 32
netlist_top_cells_area = dfxtp_1, xor2_1, nand2_1
top_area_cell = dfxtp_1
most_common_cell = dfxtp_1
synth_seq_share_pct = 37.95

[global_routing]
grt_pass1_vias = 1612
grt_use_total_pct = 8.550
grt_pass1_wl_um = 8735
gr-total-overflow = 0
antenna_found_initial = 1
grt_max_degree = 32

[floorplan]
fp.coreArea_um2 = 8134
design.die.area_um2 = 12320
num_rows = 33
die_h_um = 111
fp-utilization_pct = 20.75
io_pins = 66
die-width_um = 111

[flow_run]
warnings = 25
cap_violations = 0
## per-layer routing
metal	vias up	global-route usage [%]
met3	4	3.667
met2	56	12.46
met5	-	0
met4	0	0.6944
li1	852	-
met1	716	11.91
## cell families after synthesis
| family | after synthesis | synth area share, % |
|---|---|---|
| xor+xnor | 29 | 15.05 |
| buf+inv | 11 | 2.520 |
| flops | 32 | 37.95 |
| simple gates | 96 | 30.62 |
| fa+ha+maj | 1 | 0.7412 |
| compound gates | 32 | 11.86 |
| mux | 2 | 1.260 |
## path summary, 6_finish.rpt
kind,end,startpoint,slack [ns]
worst max-delay path,value[21],value[0],1.92
worst max register to register,value[21],value[0],1.92
worst min register to register,value[31],value[31],0.57
worst min-delay path,value[31],value[31],0.57
## where the power goes
part | switching [uW] | internal (uW)
clock network | 111 | 204
logic | 49.3 | 108
registers | 46.5 | 327
total | 207 | 640
## area by class of cell
| type | instances | area, um2 | area share, % |
|---|---|---|---|
| repair buffers | 66 | 658.1 | 25.51 |
| clock inverters | 1 | 30.03 | 1.164 |
| flip-flops and latches | 32 | 640.6 | 24.83 |
| multi-input cells | 160 | 1005 | 38.94 |
| clock buffers | 7 | 96.34 | 3.734 |
| well taps | 105 | 131.4 | 5.092 |
| inverters | 5 | 18.77 | 0.7275 |
## worst min-delay path, delay by kind of cell, from the launching register on
kind,cells,cell delay [ns]
flops,1,0.36
compound gates,2,0.18
## cell usage in the layout (no fill, tap or decap), drive strengths merged
| cell | instances |
|---|---|
| a211oi | 7 |
| xnor2 | 9 |
| dfxtp | 32 |
| nor4b | 1 |
| buf | 1 |
| or3 | 1 |
| clkdlybuf4s50 | 65 |
| nand4 | 15 |
| ha | 1 |
| and4 | 2 |
| and3 | 2 |
| a21oi | 2 |
| mux2i | 1 |
| bufinv | 1 |
| nand2 | 31 |
| clkbuf | 7 |
| nor3 | 8 |
| a21o | 1 |
| a31oi | 1 |
| nand3 | 12 |
| mux2 | 1 |
| a22o | 3 |
| xor2 | 20 |
| or2 | 1 |
| nor4 | 4 |
| inv | 5 |
| o31ai | 3 |
| nor2 | 19 |
| o21ai | 15 |
## metrics by stage
step                      util (%)  cells  total power, uW  hold WS (ns)
after floorplan                  -    203            426.4        0.4841
after global placement       30.16    368            540.3        0.5377
after detailed placement     30.16    368            539.4        0.5599
after CTS                    31.72    376            855.0        0.5723
after global routing         31.72    376            897.9        0.6045
final                        31.72    376            846.8        0.5739
No activity file was given, so power comes from the tool's default toggle rates.
